File: ./config.mk
export PLATFORM = sky130hd
export DESIGN_NAME = alu
export DESIGN_NICKNAME = alu
export VERILOG_FILES = /design/flow/design.v
export SDC_FILE = /design/flow/constraint.sdc
export NUM_CORES = 4
export LEC_CHECK = 1
export CORE_UTILIZATION = 30
File: ./constraint.sdc
current_design alu

set clk_period 10.0
set clk_io_pct 0.2

create_clock -name clk0 -period $clk_period

set non_clock_inputs [all_inputs -no_clocks]
set_input_delay [expr $clk_period * $clk_io_pct] -clock clk0 $non_clock_inputs
set_output_delay [expr $clk_period * $clk_io_pct] -clock clk0 [all_outputs]
File: ./design.v
`timescale 1ns / 1ps
module alu(
	input wire[15:0] Src1,
	input wire[15:0] Src2,
	input wire[2:0] AluCtrl1,
	output reg[15:0] Result1,
	output reg Zero1
	);
	always @(*) begin
		case (AluCtrl1)
			1: begin
				Result1 <= Src1 + Src2;
				Zero1 <= ((Src1 + Src2) == 0);
			end
			2: begin
				Result1 <= Src1 - Src2;
				Zero1 <= ((Src1 - Src2) == 0);
			end
			3: begin
				Result1 <= Src1 & Src2;
				Zero1 <= ((Src1 & Src2) == 0);
			end
			4: begin
				Result1 <= Src1 | Src2;
				Zero1 <= ((Src1 | Src2) == 0);
			end
			5: begin
				Result1 <= ~Src1;
				Zero1 <= ((~Src1) == 0);
			end
			6: begin
				Result1 <= Src1 << Src2;
				Zero1 <= ((Src1 << Src2) == 0);
			end
			7: begin
				Result1 <= $signed(Src1) >>> Src2;
				Zero1 <= (($signed(Src1) >>> Src2) == 0);
			end
			0: begin
				Result1 <= Src1 >> Src2;
				Zero1 <= ((Src1 >> Src2) == 0);
			end
			default: begin
				Result1 <= 0;
				Zero1 <= 0;
			end
		endcase
	end
endmodule
File: ./run.sh
#!/bin/bash
# OpenROAD 26Q1-2900-gdf79404cd8, Yosys 0.63+post, stock flow scripts
make -C /OpenROAD-flow-scripts/flow DESIGN_CONFIG=/design/flow/config.mk WORK_HOME=/design/flow/orfs finish
==> Changelog: implementation <==
### Implementation results

- Vias in the first global route: 6577
- CTS hold repair buffers: 0
- Area leader share: 13.3%
- Worst setup EP type: output pin
- Area Growth Syn to Fin: 11.0%
- Crit path kind: input pin to output pin
- Diodes inserted: 0
- Final setup vio count: 0
- Fp_density: 30.6%
- Antenna violations before repair: 0
- Comb pwr share: roughly 100%
- CP max FO: 26
- Hold Path Cell Cnt: 5
- Row count: 51
- Ys cells: 878
- Post-synthesis sequential area ratio: 0%
- Post-CTS Setup Inserts: 0
- Vias per cell: between 6 and 7
- Post-synth top cells: 96 x nor2_1, 82 x a21oi_1, 65 x nand2_1, 63 x ha_1, 60 x o21ai_0
- Distinct lib cells: a little under 100
- Total power: approximately 0.37 mW
- RSZ-0062 raised after global routing: no
- Drc violations: 0
- Crit path arrival time: 6.40 ns
- Int Pwr: roughly 0.15 mW
- Measured slew at the worst slew-check pin: 0.841 ns
- Yosys top cell by instances: nor2_1
- Fin. max-slew vios: 0
- Switching pwr: 0.222 mW
- Global-route usage over all layers: 27.3%
- Top cells by area: ha_1 13%, a21oi_1 6.9%, nor2_1 6.1%
- Synth Area per Inst: 6.75 um^2
- Dpl cells: ~1200
- Post-synth top area cell: ha_1
- Chip area: ~20000 um^2
- Wire length of the first global-routing pass: just over 40000 um
- Hold Vio Cnt, Final: 0
- HP Class: input pin to output pin
- Detail Placement HPWL: between 20000 and 25000 um
- Peak supply drop: between 20 and 30 uV
- Final Cycle Share: between 80% and 90%
- Max stage delay on crit path: 0.71 ns
- DR iter-0 viols: between 700 and 800
- Core area: roughly 19000 um^2
- Setup TNS: 0 ns
- Synth warnings: 1
- Post-route ant nets: 0
- Worst Path Required: 8.00 ns
- Die Span Y: roughly 140 um
- Final wirelength: between 20000 and 30000 um
- Max_cap viols: 0
- Placer Congestion: 1.08
- Num ports: between 50 and 60
- HP Start: Src2[0]
- Number of warnings in the stage logs: 64
- Crit path cell chain: clkdlybuf4s50_1 > inv_2 > nand3_2 > o21ai_0 > inv_1 > ha_1 > nand2b_1 > a21oi_1 > or4_1 > a311o_1 > a21o_1 > a21oi_2 > o21ai_1 > a22o_1 > a21oi_1 > clkdlybuf4s50_1
- Register area: 0 um^2
- Mapped cell area: about 6000 um^2
- Switching share of power: between 50% and 60%
- Critical Path Start Type: input pin
- DR pass1 iterations: 6
- Non-filler instance count after layout: between 1000 and 1500
- Vias: 7157
- Ratio of cells with drive above 1 in the final layout: approximately 8%
- Status: finished, final reports clean
- Yosys Chip Area: slightly below 6000 um^2
- Post-CTS sizing: 0
- Largest net degree at the start of global routing: approximately 42
- Cell count after synthesis: ~880
- Die width: ~140 um
- Final min period: 8.40 ns
- CP max-delay cell: clkdlybuf4s50_1
- Flop count: 0
- Fillers: 2149
- Leak: ~2.5 nW
- Min-Delay Endpoint: Result1[0]
- Fmax: about 120 MHz
- Power per cell area: between 50 and 60 nW/um^2
- Clock buf count: 0
- IO buf count: between 50 and 60
- Clock share of power: 0%
- Seq pwr share: 0%
- Worst slew margin: 43.9%
- GRT overflow: 0
- Post-DR wirelength/cell: approximately 24 um
[layout by cell type (no fill, tap or decap), types with 20 or more instances in the layout]
cell,Yosys,final
xnor2_1,25,25
a21oi_1,82,82
buf_4,6,20
nand2_1,65,65
nor2_1,96,96
clkdlybuf4s50_1,0,50
o21ai_0,60,60
nor3_1,27,27
mux2i_1,29,29
o22ai_1,22,22
inv_1,45,45
ha_1,63,63
[worst max-delay path by stage]
| stage | slack [ns] | start | endpoint |
|---|---|---|---|
| global route | 1.30 | AluCtrl1[2] | Result1[13] |
| CTS | 1.65 | AluCtrl1[2] | Result1[13] |
| finish | 1.60 | AluCtrl1[2] | Result1[13] |
[per-stage QoR]
step,hold WS (ns),area [um^2],worst slack [ns],utilization (%)
after global routing,5.31,6580,1.30,33.9
after global placement,5.23,6580,1.70,33.9
after detailed placement,5.23,6580,1.67,33.9
after floorplan,4.15,5930,2.89,-
after CTS,5.23,6580,1.65,33.9
final,5.21,6580,1.60,33.9
[kinds of logic after synthesis]
| family | count (synthesis) | synth area share, % |
|---|---|---|
| compound gates | 313 | 35.7 |
| simple gates | 310 | 27.0 |
| buf+inv | 108 | 8.87 |
| fa+ha+maj | 67 | 14.5 |
| mux | 45 | 8.74 |
| xor+xnor | 35 | 5.17 |
[power by group through the flow]
| stage | logic [mW] | clock network (mW) | registers [mW] |
|---|---|---|---|
| 4_1_cts | 0.365 | 0 | 0 |
| 5_1_grt | 0.402 | 0 | 0 |
| 6_report | 0.371 | 0 | 0 |
[cell type report]
cell class | instances | area (um^2) | area share [%]
Multi-Input combinational cell | 770 | 5400 | 82.1
Inverter | 49 | 184 | 2.80
Tap cell | 265 | 332 | 5.04
Timing Repair Buffer | 72 | 661 | 10.0
[worst max-delay path, delay by kind of cell]
kind / cells / cell delay, ns
buffers and inverters: 4 / 1.76
AND-OR/OR-AND: 8 / 1.60
AND/OR/NAND/NOR: 3 / 0.77
adder cells (fa/ha/maj): 1 / 0.28
[per-layer routing]
layer  vias to the layer above  GRT usage (%)  routed length (um)
met2                       388           40.7               11600
li1                       3339              -                   -
met1                      3361           39.7               12100
met4                         0           8.77                1040
met3                        69           4.90                2740
met5                         -              0                   0
Power figures rest on the tool's default switching activity, not on a simulated workload.
