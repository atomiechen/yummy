==> flow/design.v <==
module id_ex(
	input wire Clk,
	input wire Rst,
	input wire Pause,
	input wire RegWrite0,
	input wire MemotoReg0,
	input wire MemWrite0,
	input wire MemRead0,
	input wire Mem0,
	input wire[3:0] AluOp0,
	input wire[15:0] PcAddr0,
	input wire[15:0] RegData10,
	input wire[15:0] RegData20,
	input wire[1:0] Flag0,
	input wire[3:0] RegWriteIndex0,
	input wire[3:0] RegReadIndex10,
	input wire[3:0] RegReadIndex20,
	input wire InsJ0,
	input wire[1:0] InsB0,
	input wire AluSrc,  
	input wire[15:0] Dest,  
	output reg RegWrite1,
	output reg MemotoReg1,
	output reg MemWrite1,
	output reg MemRead1,
	output reg Mem1,
	output reg[3:0] AluOp1,
	output reg[15:0] PcAddr1,
	output reg[15:0] RegData11,
	output reg[15:0] RegData21,
	output reg[1:0] Flag1,
	output reg[3:0] RegWriteIndex1,
	output reg[3:0] RegReadIndex11,
	output reg[3:0] RegReadIndex21,
	output reg InsJ1,
	output reg[1:0] InsB1,
	output reg AluSrc1,
	output reg[15:0] Dest1
	);
	reg RegWrite_tmp;
	reg MemotoReg_tmp;
	reg MemWrite_tmp;
	reg MemRead_tmp;
	reg Mem_tmp;
	reg[3:0] AluOp_tmp;
	reg[15:0] PcAddr_tmp;
	reg[15:0] RegData1_tmp;
	reg[15:0] RegData2_tmp;
	reg[1:0] Flag_tmp;
	reg[3:0] RegWriteIndex_tmp;
	reg[3:0] RegReadIndex1_tmp;
	reg[3:0] RegReadIndex2_tmp;
	reg InsJ_tmp;
	reg[1:0] InsB_tmp;
	reg AluSrc_tmp;
	reg[15:0] Dest_tmp;
	reg Src_flag;
	always @(posedge Clk or negedge Rst) begin
		if (!Rst) begin
			RegWrite1 <= 0;
			MemotoReg1 <= 0;
			MemWrite1 <= 0;
			MemRead1 <= 0;
			Mem1 <= 0;
			AluOp1 <= 4'b1010;
			PcAddr1 <= 1;
			RegData11 <= 0;
			RegData21 <= 0;
			Flag1 <= 0;
			RegWriteIndex1 <= 0;
			RegReadIndex11 <= 0;
			RegReadIndex21 <= 0;
			InsJ1 <= 0;
			InsB1 <= 2'b11;
			AluSrc1 <= 0;
			Dest1 <= 0;
			Src_flag <= 0;
		end else if (Pause == 1) begin
			RegWrite1 <= 0;
			MemotoReg1 <= 0;
			MemWrite1 <= 0;
			MemRead1 <= 0;
			Mem1 <= 0;
			AluOp1 <= 4'b1010;
			PcAddr1 <= 1;
			RegData11 <= 0;
			RegData21 <= 0;
			Flag1 <= 0;
			RegWriteIndex1 <= 0;
			RegReadIndex11 <= 0;
			RegReadIndex21 <= 0;
			InsJ1 <= 0;
			InsB1 <= 2'b11;
			AluSrc1 <= 0;
			Dest1 <= 0;
			RegWrite_tmp <= RegWrite0;
			MemotoReg_tmp <= MemotoReg0;
			MemWrite_tmp <= MemWrite0;
			MemRead_tmp <= MemRead0;
			Mem_tmp <= Mem0;
			AluOp_tmp <= AluOp0;
			PcAddr_tmp <= PcAddr0;
			RegData1_tmp <= RegData10;
			RegData2_tmp <= RegData20;
			Flag_tmp <= Flag0;
			RegWriteIndex_tmp <= RegWriteIndex0;
			RegReadIndex1_tmp <= RegReadIndex10;
			RegReadIndex2_tmp <= RegReadIndex20;
			InsJ_tmp <= InsJ0;
			InsB_tmp <= InsB0;
			AluSrc_tmp <= AluSrc;
			Dest_tmp <= Dest;
			Src_flag <= 1;
		end else if (Src_flag) begin
			RegWrite1 <= RegWrite_tmp;
			MemotoReg1 <= MemotoReg_tmp;
			MemWrite1 <= MemWrite_tmp;
			MemRead1 <= MemRead_tmp;
			Mem1 <= Mem_tmp;
			AluOp1 <= AluOp_tmp;
			PcAddr1 <= PcAddr_tmp;
			RegData11 <= RegData1_tmp;
			RegData21 <= RegData2_tmp;
			Flag1 <= Flag_tmp;
			RegWriteIndex1 <= RegWriteIndex_tmp;
			RegReadIndex11 <= RegReadIndex1_tmp;
			RegReadIndex21 <= RegReadIndex2_tmp;
			InsJ1 <= InsJ_tmp;
			InsB1 <= InsB_tmp;
			AluSrc1 <= AluSrc_tmp;
			Dest1 <= Dest_tmp;
			Src_flag <= 0;
		end else begin
			RegWrite1 <= RegWrite0;
			MemotoReg1 <= MemotoReg0;
			MemWrite1 <= MemWrite0;
			MemRead1 <= MemRead0;
			Mem1 <= Mem0;
			AluOp1 <= AluOp0;
			PcAddr1 <= PcAddr0;
			RegData11 <= RegData10;
			RegData21 <= RegData20;
			Flag1 <= Flag0;
			RegWriteIndex1 <= RegWriteIndex0;
			RegReadIndex11 <= RegReadIndex10;
			RegReadIndex21 <= RegReadIndex20;
			InsJ1 <= InsJ0;
			InsB1 <= InsB0;
			AluSrc1 <= AluSrc;
			Dest1 <= Dest;
		end
	end
endmodule
==> flow/run.sh <==
#!/bin/bash
# OpenROAD 26Q1-2900-gdf79404cd8, Yosys 0.63+post, stock flow scripts
make -C /OpenROAD-flow-scripts/flow DESIGN_CONFIG=/design/flow/config.mk WORK_HOME=/design/flow/orfs finish
==> flow/config.mk <==
export PLATFORM = sky130hd
export DESIGN_NAME = id_ex
export DESIGN_NICKNAME = id_ex
export VERILOG_FILES = /design/flow/design.v
export SDC_FILE = /design/flow/constraint.sdc
export NUM_CORES = 4
export LEC_CHECK = 1
export CORE_UTILIZATION = 40
==> flow/constraint.sdc <==
current_design id_ex

set clk_period 4.2
set clk_io_pct 0.2

create_clock -name clk0 -period $clk_period [get_ports {Clk}]

set non_clock_inputs [all_inputs -no_clocks]
set_input_delay [expr $clk_period * $clk_io_pct] -clock clk0 $non_clock_inputs
set_output_delay [expr $clk_period * $clk_io_pct] -clock clk0 [all_outputs]
==> impl_metrics.toml <==
# implementation run metrics
[global_route]
grt_use_total_pct = 16.9
grt_pass1_wl_um = 20000
grt_pass1_vias = 3681
antenna_found_initial = 1
grt_max_degree = 60
grt.overflow.total = 0

[clocking]
cts_tree = "yes"
clkTransAtPathRegs_ns = 0.07
post_cts_buffers = 0
cts_resized = 0
htreeDepth = 4
cts_made_buffers = 17
clockBufferDepth = 2
clkLatencyLatePin_ns = 0.42
clock-sinks = 183
holdBufCountCts = 0
cts_root_buf = "clkbuf_16"

[synthesis]
yosys-top-cells-area = "edfxtp_1, dfrtp_1, mux2i_1, nor2_1, dfstp_2"
synthDistinctLibCells = 14
synth_area_um2 = 6500
ys_warn_count = 1
yosys_cells = 386
avgSynthCellArea_um2 = 16.8
synth_cells = 386
postSynthSeqShare_pct = 77.5
netlist.area_leader.share_pct = 42.0
top_area_cell = "edfxtp_1"
yosysChipArea_um2 = 6500
ys_ff = 183

[worst_setup_path]
endpoint_kind = "primary output"
crit_buf_inv = 1
setup.worst_path.start_class = "flip-flop"
cp_max_fo = 1
path_class = "reg -> out"
path_cells = "clkdlybuf4s50_1"
max_stage_delay_ns = 0.51
cp_top_family = "flip-flops"
slowest_stage = "dfstp_2"
required_ns = 3.36
crit_arrival_ns = 1.44

[pwr]
peakVddDrop_mv = 0.318
p_total_mw = 4.05
cellLeakagePower_nw = 3.78
cellPowerDensity_nw_per_um2 = 445

[routing]
routed_wl_um = 12800
dr.pass1.iters = 4
drc = 0
vias = 3680
antenna_left = 0
avgViaCountPerCell = 4.57
drtIter0Drc = 214
wl_per_cell_um = 15.9

[run_status]
status = "finished, final reports clean"

[sta]
setup_viol = 0
worst_pin_slew_ns = 0.754
max_freq_mhz = 439
relSlewSlack_pct = 49.7
fin_worst_skew_ns = 0.0107
finalCritPeriodShare_pct = 54.2
drv_slew = 0
finalSetupTns_ns = 0
hold_viol_final = 0
min_period_ns = 2.28
rsz0062_at_grt = "no"

[hold_path]
hold_class = "in -> async"

[flow_run]
cap_violations = 0
warning_count = 25

[floorplan]
rows = 46
die_h_um = 130
io-pin-count = 185
core_um2 = 15900
die_area_um2 = 16800
die_x_um = 130
initial_core_util_pct = 40.9

[placed_design]
dp_hpwl_um = 8200
gp_congestion = 0.787
place_area_um2 = 8470
port-buffer-count = 184

[layout]
combGateArea_um2 = 1270
area_growth_pct = 39.7
final_cell_area_um2 = 9080
fillers = 1230
drive_gt1_share_pct = 7.31
flop_area_um2 = 5040
## cell usage after synthesis (all sizes together)
cell type and count:
dfstp 5, and2 1, dfrtp 87, nor2 86, mux2i 86, clkbuf 8
and2b 5, dlymetal6s2s 1, buf 11, a211o 5, edfxtp 91
## cells by family (layout without fill, tap and decap cells)
kind of cell	count (synthesis)	in the layout	share of synthesized area, %
flops	183	183	77.5
buf+inv	20	222	2.92
simple gates	92	92	5.64
mux	86	86	13.2
other cells	0	2	0
compound gates	5	5	0.693
## cell usage in the layout (no fill, tap or decap)
| master | n |
|---|---|
| clkdlybuf4s50_1 | 182 |
| edfxtp_1 | 91 |
| dfrtp_1 | 86 |
| mux2i_1 | 86 |
| nor2_1 | 86 |
| clkbuf_16 | 17 |
| buf_4 | 8 |
| dfstp_2 | 5 |
| and2b_1 | 5 |
| a211o_1 | 4 |
| bufinv_16 | 4 |
| clkbuf_1 | 4 |
| clkinv_2 | 3 |
| diode_2 | 2 |
| clkinvlp_4 | 2 |
| dfrtp_4 | 1 |
| a211o_2 | 1 |
| and2_4 | 1 |
| clkbuf_8 | 1 |
| clkinv_1 | 1 |
## power breakdown
group          internal (mW)  leakage, nW  switching [mW]
logic                  0.229         1.46           0.130
clock network           1.01        0.292           0.622
registers               2.02         2.03          0.0423
total                   3.25         3.78           0.795
## flip-flops by register name (all words and copies together) (netlist names), 16 cells and up
register	flops
RegData21	16
PcAddr1	16
Dest1	16
RegData2_tmp	16
Dest_tmp	16
RegData1_tmp	16
RegData11	16
PcAddr_tmp	16
## area by class of cell
class / count / share of cell area [%]
diodes: 2 / 0.0551
clock buffers: 22 / 5.00
clock inverters: 10 / 1.69
multi-input cells: 183 / 14.0
flip-flops and latches: 183 / 55.5
well taps: 216 / 2.97
repair buffers: 190 / 20.7
## path summary, 6_finish.rpt
path	depth (start not counted)	to	slack, ns	start
worst min register to register	1	PcAddr1[0]	0.46	PcAddr_tmp[0]
worst max-delay path	1	InsB1[1]	1.92	InsB1[1]
worst max register to register	3	Dest1[0]	2.30	Src_flag
max in group asynchronous	2	Src_flag	2.60	Rst
min in group clk0	1	PcAddr1[0]	0.46	PcAddr_tmp[0]
worst min-delay path	1	PcAddr1[15]	0.39	Rst
## layer usage
layer	track usage [%]	routed length [µm]	up-vias	part of all wire, %
li1	-	-	1731	-
met1	27.4	5610	1777	44
met2	23.6	5670	161	44
met3	7.70	1420	11	11
met4	1.64	108	0	0.84
met5	0	0	-	0
## metrics by stage
step | util, % | cells | hold slack (ns) | setup slack, ns
5_1_grt | 57.2 | 804 | 0.416 | 1.79
3_5_place_dp | 53.3 | 772 | 0.451 | 1.48
2_1_floorplan | - | 386 | 0.437 | 0.478
6_report | 57.2 | 806 | 0.386 | 1.92
4_1_cts | 57.2 | 804 | 0.391 | 1.88
3_3_place_gp | 53.3 | 772 | 0.445 | 1.53
Power figures rest on the tool's default switching activity, not on a simulated workload.
