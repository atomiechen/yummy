**./design.v**
```verilog
`timescale 1ns / 1ps
module im(
	input wire Clk,
	input wire Rst,  
	input wire[15:0] AddrOut,
	input wire[15:0] ImWriteAddr,
	input wire[15:0] ImWriteData,
	input wire ImWrite, 
	output wire[15:0] InsOut,
	output wire Ram2_EN,  
	output wire Ram2_OE,  
	output wire Ram2_WE,  
	output wire[17:0] Ram2_address,  
	inout wire[15:0] Ram2_data  
	);
	reg[15:0] mem[63:0]; 
	initial 
     begin
     end
	reg ImWrite_tmp;
    reg[15:0] ImWriteAddr_tmp;
	reg[15:0] ImWriteData_tmp;
	assign InsOut = Ram2_data;
	assign Ram2_address = ImWrite_tmp? {2'b0, ImWriteAddr_tmp} : {2'b0, AddrOut};
	assign Ram2_data = ImWrite_tmp? ImWriteData_tmp : 16'bZ;
	assign Ram2_EN = 0;
	assign Ram2_OE = ImWrite_tmp? 1 : 0;  
	assign Ram2_WE = ImWrite_tmp? Clk : 1;  
	always @(posedge Clk or negedge Rst) begin
		if (!Rst) begin
			ImWrite_tmp <= 0;
		end else if (ImWrite) begin
			ImWrite_tmp <= 1;
			ImWriteAddr_tmp <= ImWriteAddr;
			ImWriteData_tmp <= ImWriteData;
		end else begin
			ImWrite_tmp <= 0;
		end
	end
endmodule
```
**./run.sh**
```bash
#!/bin/bash
# OpenROAD 26Q1-2900-gdf79404cd8, Yosys 0.63+post, stock flow scripts
make -C /OpenROAD-flow-scripts/flow DESIGN_CONFIG=/design/flow/config.mk WORK_HOME=/design/flow/orfs finish
```
**./config.mk**
```make
export PLATFORM = sky130hd
export DESIGN_NAME = im
export DESIGN_NICKNAME = im
export VERILOG_FILES = /design/flow/design.v
export SDC_FILE = /design/flow/constraint.sdc
export NUM_CORES = 4
export LEC_CHECK = 1
export CORE_AREA = 10 10 95 95
export DIE_AREA = 0 0 105 105
```
**./constraint.sdc**
```tcl
current_design im

set clk_period 1.5
set clk_io_pct 0.2

create_clock -name clk0 -period $clk_period [get_ports {Clk}]

set non_clock_inputs [all_inputs -no_clocks]
set_input_delay [expr $clk_period * $clk_io_pct] -clock clk0 $non_clock_inputs
set_output_delay [expr $clk_period * $clk_io_pct] -clock clk0 [all_outputs]
```
==> flow_metrics.py <==
# Physical implementation metrics
metrics = {
    "outcome": {
        "stop_stage": "clock tree synthesis (4_1_cts)",
        "status": "did not finish",
        "stop_error": "[error] [KeplerFormal.cpp:679] Workflow failed: Iso has multiple drivers: .Ram2_data0, Ram2_data[0]$_DFFE_PP_.Q0",
    },
    "placed_design": {
        "finalWeightedCongestion": 0.687,
        "placedCellCount": 238,
        "port_buffers": 84,
    },
    "synthesis": {
        "ys.flops": 33,
        "ys_cells": 73,
        "yosysWarnings": 2,
        "ys_types": 10,
        "ys_seq_frac": 0.709,
        "syn-mean-instance-area_sq_um": 19.0,
        "netlist_area_sq_um": 1390,
        "yosysChipArea_sq_um": 1390,
        "synthCells": 73,
    },
    "cts": {
        "post-cts-setup-buffers": 18,
        "ctsResizeCount": 65,
        "cts_hold_buf": 0,
    },
    "floorplanning": {
        "die_w_um": 105,
        "rows": 30,
        "die_y_um": 105,
        "initCoreUtil": 0.201,
        "ios": 104,
    },
}
## logic make-up after synthesis
kind of cell,Yosys count,synth area share
buffers and inverters,21,0.125
AND/OR/NAND/NOR,2,0.00901
multiplexers,16,0.154
flip-flops,33,0.709
other,1,0.00270
## Yosys cell counts
| library cell | instances | share of area |
|---|---|---|
| edfxtp_1 | 32 | 0.69 |
| buf_4 | 19 | 0.10 |
| mux2_4 | 9 | 0.097 |
| mux2_2 | 7 | 0.057 |
| and2_1 | 1 | 0.0045 |
| buf_12 | 1 | 0.014 |
| buf_6 | 1 | 0.0081 |
| conb_1 | 1 | 0.0027 |
| dfrtp_1 | 1 | 0.018 |
| nand2b_1 | 1 | 0.0045 |
## stage by stage
step	setup TNS [ns]	setup slack [ns]	cell area (sq um)	hold slack, ns
global placement	-3.17	-0.208	2250	0.563
floorplan	0	0.0127	1400	0.00441
detailed placement	-3.28	-0.207	2250	0.567
